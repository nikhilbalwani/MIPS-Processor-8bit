**flow/design.v**
```verilog
`timescale 1ns / 1ps
module Dependency_Check_Block(imm, RW_dm, op_dec, mux_sel_A, mux_sel_B, imm_sel, mem_en_ex, mem_rw_ex, mem_mux_sel_dm, ins, clk, reset);
	input [23:0] ins;
	input clk, reset;
	output reg [7:0] imm;
	output reg [4:0] RW_dm, op_dec;
	output [1:0] mux_sel_A, mux_sel_B;
	output imm_sel, mem_en_ex, mem_rw_ex, mem_mux_sel_dm;
	wire [5:0] op_dec_rst;
	wire JMP, Cond_J;
	wire [18:0] nJCL, flag, ins_tmp;
	wire mask;
	wire [4:0] RA, RB, RW;
	wire imm_flag, LD_flag, ST_flag, mem_rw;
	reg [4:0] RA_dec, RB_dec, RW_dec, RW_ex, RW_wb;
	reg LD1, LD_dec, mem_rw_dec, mem_mux_sel_ex, ST_dec, imm_sel, mem_rw_ex, mem_en_ex, mem_mux_sel_dm;
	wire LD1_rst, imm_flag_rst, LD_dec_rst, ST_dec_rst, mem_rw_dec_rst, mem_rw_ex_rst, mem_mux_sel_ex_rst, mem_en_ex_rst, mem_mux_sel_dm_rst;
	wire [4:0] RA_rst, RB_rst, RW_rst, RW_dec_rst, RW_ex_rst, RW_dm_rst;
	wire [7:0] imm_rst;
	assign JMP = ins[23] & ins[22] & ~ins[21] & ~ins[20] & ~ins[19];	 
	assign Cond_J = ins[23] & ins[22] & ins[21];  
	assign mask = ~(JMP | Cond_J | LD1);  
	assign nJCL = {mask, mask, mask, mask, mask, mask, mask, mask, mask, mask, mask, mask, mask, mask, mask, mask, mask, mask, mask};
	assign flag = ins[18:0] & nJCL;  
	assign ins_tmp = ins[18:0] & nJCL;
	assign RW = ins_tmp[18:14];	 
	assign RA = ins_tmp[13:9];  
	assign RB = ins_tmp[8:4];  
	assign mux_sel_A = (RA_dec == RW_ex) ? 2'b01 : (RA_dec == RW_dm) ? 2'b10 : (RA_dec == RW_wb) ? 2'b11 : 2'b00;
	assign mux_sel_B = (RB_dec == RW_ex) ? 2'b01 : (RB_dec == RW_dm) ? 2'b10 : (RB_dec == RW_wb) ? 2'b11 : 2'b00;
	assign imm_flag = ~ins[23] & ins[22];
	assign mem_rw = ins[19];
	assign LD_flag = ins[23] & ~ins[22] & ins[21] & ~ins[20] & ~ins[19];	 
	assign ST_flag = ins[23] & ~ins[22] & ins[21] & ~ins[20] & ins[19];  
	assign LD1_rst = (reset == 1'b0) ? 1'b0 : ins[23] & ~ins[22] & ins[21] & ~ins[20] & ~ins[19] & ~LD1;
	assign RA_rst = (reset == 1'b0) ? 5'b0_0000 : RA;
	assign RB_rst = (reset == 1'b0) ? 5'b0_0000 : RB;
	assign RW_rst = (reset == 1'b0) ? 5'b0_0000 : RW;
	assign RW_dec_rst = (reset == 1'b0) ? 5'b0_0000 : RW_dec;
	assign RW_ex_rst = (reset == 1'b0) ? 5'b0_0000 : RW_ex;
	assign RW_dm_rst = (reset == 1'b0) ? 5'b0_0000 : RW_dm;
	assign imm_flag_rst = (reset == 1'b0) ? 1'b0 : imm_flag;
	assign imm_rst = (reset == 1'b0) ? 8'b0000_0000 : ins[8:1];
	assign LD_dec_rst = (reset == 1'b0) ? 1'b0 : LD_flag & ~LD_dec;
	assign ST_dec_rst = (reset == 1'b0) ? 1'b0 : ST_flag;
	assign op_dec_rst = (reset == 1'b0) ? 5'b0_0000 : ins[23:19];
	assign mem_rw_dec_rst = (reset == 1'b0) ? 1'b0 : ins[19];
	assign mem_rw_ex_rst = (reset == 1'b0) ? 1'b0 : mem_rw_dec;
	assign mem_mux_sel_ex_rst = (reset == 1'b0) ? 1'b0 : ~mem_rw_dec & (LD_dec | ST_dec);
	assign mem_en_ex_rst = (reset == 1'b0) ? 1'b0 : LD_dec | ST_dec;
	assign mem_mux_sel_dm_rst = (reset == 1'b0) ? 1'b0 : mem_mux_sel_ex;
	always @ (posedge clk)  
	begin
		op_dec <= op_dec_rst;
		LD1 <= LD1_rst;
		RA_dec <= RA_rst;
		RB_dec <= RB_rst;
		RW_dec <= RW_rst;
		RW_ex <= RW_dec_rst;
		RW_dm <= RW_ex_rst;
		RW_wb <= RW_dm_rst;
		imm_sel <= imm_flag_rst;
		imm <= imm_rst;
		LD_dec <= LD_dec_rst;
		ST_dec <= ST_dec_rst;
		mem_rw_dec <= mem_rw_dec_rst;
		mem_rw_ex <= mem_rw_ex_rst;
		mem_mux_sel_ex <= mem_mux_sel_ex_rst;
		mem_en_ex <= mem_en_ex_rst;
		mem_mux_sel_dm <= mem_mux_sel_dm_rst;
	end
endmodule
```
**flow/run.sh**
```bash
#!/bin/bash
# OpenROAD 26Q1-2900-gdf79404cd8, Yosys 0.63+post, stock flow scripts
make -C /OpenROAD-flow-scripts/flow DESIGN_CONFIG=/design/flow/config.mk WORK_HOME=/design/flow/orfs finish
```
**flow/config.mk**
```make
export PLATFORM = sky130hd
export DESIGN_NAME = Dependency_Check_Block
export DESIGN_NICKNAME = Dependency_Check_Block
export VERILOG_FILES = /design/flow/design.v
export SDC_FILE = /design/flow/constraint.sdc
export NUM_CORES = 4
export LEC_CHECK = 1
export CORE_UTILIZATION = 30
```
**flow/constraint.sdc**
```tcl
current_design Dependency_Check_Block

set clk_period 1.8
set clk_io_pct 0.2

create_clock -name clk0 -period $clk_period [get_ports {clk}]

set non_clock_inputs [all_inputs -no_clocks]
set_input_delay [expr $clk_period * $clk_io_pct] -clock clk0 $non_clock_inputs
set_output_delay [expr $clk_period * $clk_io_pct] -clock clk0 [all_outputs]
```
==> run summary <==
Drt drc -> 0
Largest net degree at the start of global routing -> 31
Post-synthesis chip area from yosys -> 0.001783 mm²
Via-to-Cell Ratio -> 4.023
Mapped cell area -> 0.001783 mm²
M1 GR Usage -> 18.59%
Die area -> 0.006255 mm²
# fillers -> 523
GPL Wtd Cong -> 0.7874
Wire per inst -> 10.51 µm
CTS Buf Count -> 5
DR pass1 iterations -> 4
Total power -> 2.203 mW
Site Rows -> 27
Synth Area per Inst -> 10.87 µm²
Status -> finished, violations left
Core ar. -> 0.005608 mm²
GRT overflow -> 0
Setup ws final -> -0.004264 ns
Seq share, synth -> 57.26%
Yosys warns -> 1
Netlist cell types -> 23
Crit end category -> output port
Largest stage delay, worst path -> 0.37 ns
Post-synth top cells -> dfxtp_1, and2_1, xnor2_1, xor2_1, nor2_1
Clock root buffer -> clkbuf_8
Main flop type -> dfxtp_1
Synthesis-to-layout area growth -> 53.96%
Final Core Density -> 48.95%
Final hold vios -> 0
Top-level I/O count -> 52
Clock sinks -> 51
Startpoint Class -> flop
Failing checks -> setup timing
Max-cap violations -> 0
CTS tree -> built
Post-layout period usage -> 100.2%
Fmax -> 554.2 MHz
Synth Instances -> 164
First-pass GRT wire length -> 5.644 mm
Via count -> 1243
IO Port Bufs -> 50
Hold Crit Class -> reg -> reg
P per Cell Area -> 802.7 mW/mm²
Die Y -> 79.09 µm
Final Critical Period -> 1.804 ns
Count leader, synth -> dfxtp_1
Crit path max fanout -> 3
Worst-path clk slew -> 0.10 ns
GRT met3 Usage -> 2.800%
Cells in synth_stat.txt -> 164
Crit path cell chain -> xnor2_2, nand3_2, buf_6, o32a_1, buf_2
Critical Path AT -> 1.44 ns
Slowest cell on crit path -> dfxtp_4
Slew HR -> 84.87%
Share of cells above drive strength 1 -> 28.27%
Final ANT Viol Nets -> 0
Tool warnings -> 28
Gr busiest metal -> met1
CTS max path bufs -> 2
Antenna Cells -> 0
Crit path DRT -> 1.44 ns
Pre-CTS WS -> -0.1255 ns
Synth area leaders -> dfxtp_1, and2_1, xnor2_1, xor2_1, nor2_1
TNS Setup -> -0.004264 ns
Post-DP HPWL -> 2.329 mm
Final Non-Filler Cells -> 309
Die W -> 79.09 µm
Placed Cells -> 298
#FFs+latches synth -> 51
Total Routing Usage GR -> 11.88%
Vias in the first global route -> 1201
Clk_skew -> 0.005894 ns
Post-Route WL -> 3.247 mm
Post-synth EDFFs -> 0
RSZ-0062 raised after global routing -> true
Initial antenna violation count -> 0
Final slew viol count -> 0
Leak -> 1.179 nW
Pre-Place Util -> 31.79%
Max VDD drop -> 0.0005107 V
Final setup vio count -> 1
WS Path Type -> reg -> out
M2 GR Usage -> 17.67%
Clk latency late pin -> 0.30 ns
Worst Tran Pin Value -> 0.2262 ns
H-tree depth -> 2
Area leader, netlist -> dfxtp_1
Asr flop ratio synth -> 0%
1st-iter DRT viols -> 35
Max-area cell share -> 57.26%
where the power goes:
part           leakage, nW  internal [mW]  total, mW  switching [mW]
Sequential           0.427           1.17       1.21          0.0361
Combinational        0.706          0.224      0.331           0.107
Clock               0.0461          0.281      0.663           0.382
per-stage QoR:
| step | hold slack (ns) | cell area, µm² |
|---|---|---|
| finish | 0.4194 | 2745 |
| global route | 0.4388 | 2745 |
| CTS | 0.4184 | 2733 |
| detailed placement | 0.4030 | 2486 |
| global placement | 0.4005 | 2486 |
| floorplan | 0.3918 | 1783 |
area by class of cell:
class	instances	area, µm²	share of cell area [%]
clock buffer	5	68.82	2.507
sequential	51	1054	38.38
tap	72	90.09	3.282
clock inverter	3	23.77	0.8660
inverter	6	22.52	0.8204
multi-input combinational	103	839.6	30.58
timing repair buffer	69	646.9	23.56
sequential cells by signal (all words and copies together) (netlist names):
signal / flops
LD1: 1
LD_dec: 1
RA_dec: 5
RB_dec: 5
RW_dec: 5
RW_dm: 5
RW_ex: 5
RW_wb: 5
ST_dec: 1
imm: 8
imm_sel: 1
mem_en_ex: 1
mem_mux_sel_dm: 1
mem_mux_sel_ex: 1
mem_rw_ex: 1
op_dec: 5
worst max-delay path: cells and delay by family (launching register included):
kind,cells,cell delay (ns)
AOI/OAI and AO/OA,1,0.27
xor gates and xnor gates,1,0.15
and+or+nand+nor,1,0.11
DFF,1,0.37
buffers and inverters,2,0.23
path summary, 6_finish.rpt:
check / endpoint / slack (ns) / start / cells after the start
worst max-delay path: mux_sel_A[1] / -0.004 / RW_ex[4] / 5
worst min-delay path: LD_dec / 0.42 / LD_dec / 1
worst max register to register: RA_dec[0] / 0.87 / LD1 / 3
worst min register to register: LD_dec / 0.42 / LD_dec / 1
placed cells by master (no fill, tap or decap), types with 3 or more instances in the layout:
master | synthesis | routed
xor2_1 | 14 | 11
xnor2_2 | 0 | 7
clkbuf_8 | 0 | 5
buf_4 | 1 | 15
dfxtp_1 | 51 | 37
and2_1 | 34 | 34
xnor2_1 | 16 | 9
nand3_1 | 6 | 4
clkdlybuf4s50_1 | 0 | 46
nor3_2 | 0 | 4
dfxtp_4 | 0 | 6
buf_6 | 0 | 3
inv_1 | 6 | 6
nor2_1 | 9 | 9
nand2_1 | 5 | 5
xor2_2 | 0 | 3
dfxtp_2 | 0 | 8
buf_2 | 1 | 4
what timing repair did:
item / 4_1_cts / 5_1_grt
endpoints found under the setup margin: 4 / 4
gates resized: 50 / 3
pin swaps: 20 / 3
hold buffers: 0 / 0
setup buffers: 3 / 0
logic make-up after synthesis:
| family | Yosys count | share of synthesized area [%] |
|---|---|---|
| simple gates | 67 | 22.11 |
| flops | 51 | 57.26 |
| xor+xnor | 30 | 14.74 |
| buf+inv | 10 | 2.386 |
| compound gates | 6 | 3.509 |
metal layers:
metal	up-vias	share of wire [%]
li1	661	-
met1	548	50
met2	29	44
met3	5	5.1
met4	0	0.95
met5	-	0
Power and IR drop assume default switching activity.
