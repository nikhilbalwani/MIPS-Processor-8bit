<file path="/design/flow/run.sh">
#!/bin/bash
# OpenROAD 26Q1-2900-gdf79404cd8, Yosys 0.63+post, stock flow scripts
make -C /OpenROAD-flow-scripts/flow DESIGN_CONFIG=/design/flow/config.mk WORK_HOME=/design/flow/orfs finish
</file>
<file path="/design/flow/config.mk">
export PLATFORM = sky130hd
export DESIGN_NAME = Register_Bank_Block
export DESIGN_NICKNAME = Register_Bank_Block
export VERILOG_FILES = /design/flow/design.v
export SDC_FILE = /design/flow/constraint.sdc
export NUM_CORES = 4
export LEC_CHECK = 1
export CORE_UTILIZATION = 50
</file>
<file path="/design/flow/constraint.sdc">
current_design Register_Bank_Block

set clk_period 2.5
set clk_io_pct 0.2

create_clock -name clk0 -period $clk_period [get_ports {clk}]

set non_clock_inputs [all_inputs -no_clocks]
set_input_delay [expr $clk_period * $clk_io_pct] -clock clk0 $non_clock_inputs
set_output_delay [expr $clk_period * $clk_io_pct] -clock clk0 [all_outputs]
</file>
<file path="/design/flow/design.v">
`timescale 1ns / 1ps
module Register_Bank_Block(
	output [7:0] A,
    output [7:0] B,
    input [23:0] ins,
    input [7:0] ans_ex,
    input [7:0] ans_dm,
    input [7:0] ans_wb,
    input [7:0] imm,
    input [4:0] RW_dm,
    input [2:0] mux_sel_A,
    input [2:0] mux_sel_B,
    input imm_sel,
    input clk
    );
	wire [7:0] BI; 
	reg [7:0] reg_bank[0:31];		 
	reg [7:0] AR, BR;
	assign A = mux_sel_A[0] & mux_sel_A[1] ? ans_wb : mux_sel_A[0] & ~mux_sel_A[1] ? ans_ex : ~mux_sel_A[0] & mux_sel_A[1] ? ans_dm : AR;
	assign BI = mux_sel_B[0] & mux_sel_B[1] ? ans_wb : mux_sel_B[0] & ~mux_sel_B[1] ? ans_ex : ~mux_sel_B[0] & mux_sel_B[1] ? ans_dm : BR;
	assign B = imm_sel ? imm : BI;
	always@(posedge clk)
	begin
		AR <= reg_bank[ins[13:9]];
		BR <= reg_bank[ins[8:4]];
		reg_bank[RW_dm] <= ans_dm;
	end
endmodule
</file>
==> metrics.csv <==
stage,metric,value,unit
run_status,outcome,"finished, final reports clean",
floorplanning,die_w,161.2,um
timing,drv_slew,0,
worst_setup_path,critPathRequiredTime,2.00,ns
global_routing,grt_overflow,0,
final_layout,lay_top_count,edfxtp_1,
clock_tree,clock_latency,0.54,ns
final_layout,final_util,62.74,%
route,drtIter0Drc,409,
final_layout,regArea,0.008009,mm^2
logic_synthesis,ys_cells,563,
worst_hold_path,min-delay-path-class,primary input to flop,
worst_setup_path,regToRegStartpoint,reg_bank[21][3],
timing,rsz0062_at_grt,no,
clock_tree,cts.sink_count,272,
logic_synthesis,yosys_area,0.01268,mm^2
final_layout,comb_area,0.004454,mm^2
logic_synthesis,synth.distinct_cells,17,
logic_synthesis,syn_area_per_cell,22.52,um^2
clock_tree,cts_made_buffers,29,
route,ant_nets,0,
logic_synthesis,area_leaders,"edfxtp_1 61%, mux4_2 31%, dfxtp_1 2.5%",
timing,hold_viol,0,
worst_setup_path,crit_fanout,1,
timing,slew_headroom,56.87,%
clock_tree,cts_tree,yes,
timing,setup_ws,0.03811,ns
logic_synthesis,top_cell_area_share,60.63,%
placement,hpwl,22640,um
final_layout,final_cell_mix,"256 x edfxtp_1, 176 x mux4_2, 53 x buf_4",
placement,placed_cell_area,0.01450,mm^2
worst_setup_path,r2r_slack,0.60,ns
route,drt-total-wl,33380,um
logic_synthesis,largest_area_cell,edfxtp_1,
timing,clock_skew,0.007282,ns
floorplanning,pin_count,85,
worst_setup_path,r2r-end,AR[3],
timing,tightest_slew,0.6449,ns
global_routing,antenna_found_initial,2,
clock_tree,cts-root-buf,clkbuf_16,
placement,io_buffers,68,
job,maxCapViolations,0,
clock_tree,clockBufferDepth,3,
worst_setup_path,startpoint,BR[3],
floorplanning,dieArea,0.02600,mm^2
route,vias_per_cell,6.393,
logic_synthesis,synth_area,0.01268,mm^2
placement,gp_congestion,0.9119,
route,wl_per_cell,31.94,um
floorplanning,num_rows,57,
placement,pre_cts_ws,-0.3309,ns
logic_synthesis,ys_seq_share,63.16,%
clock_tree,cts_hold_buf,0,
global_routing,grt_pass1_wl,49570,um
worst_setup_path,end_kind,primary output,
clock_tree,h-tree-depth,1,
worst_setup_path,crit_end,B[3],
worst_setup_path,ff2ff_path_depth,3,
route,drc,0,
timing,fin_crit_sh,98.48,%
timing,whs,0.4222,ns
worst_setup_path,path_class,flop to primary output,
final_layout,fin_area,0.01544,mm^2
clock_tree,clk_pin_slew_worst_paths,0.06,ns
job,warning_count,42,
timing,setup_viol,0,
floorplanning,die_h,161.2,um
pwr,p_per_area,678.2,mW/mm^2
logic_synthesis,ys.flops,272,
route,detailedRoute.firstPassIterationCount,4,
pwr,ir_drop,0.0006943,V
final_layout,nFillCells,1695,
final_layout,stdcell_count,1045,
worst_setup_path,cp-start-kind,flop,
floorplanning,core_region_area,0.02460,mm^2
pwr,power.total,10.47,mW
worst_setup_path,worstPathArrival,1.96,ns
global_routing,grt_pass1_vias,7809,
final_layout,drive_gt1_share,47.36,%
logic_synthesis,postSynthCellCount,563,
floorplanning,initial_utilization,51.53,%
placement,numPlacedInstances,992,
timing,period_minus_slack,2.462,ns
global_routing,grt_usage,30.89,%
final_layout,syn_to_final_growth,21.76,%
pwr,p_leak,5.081,nW
timing,fmax,406.2,MHz
logic_synthesis,yosys_warnings,1,
timing,tns,0,ns
global_routing,grt_max_degree,33,
route,dr_total_vias,6681,
logic make-up after synthesis:
group         count (synthesis)  share of synthesized area [%]
buf+inv                      46                          1.855
mux                         200                          33.40
simple gates                 45                          1.589
flops                       272                          63.16
report_power, final:
group	internal [mW]	leakage, nW	switching, mW	total (mW)
Sequential	5.11	2.45	0.0520	5.16
Clock	2.51	0.455	1.67	4.18
Combinational	0.638	2.18	0.493	1.13
Total	8.26	5.08	2.21	10.5
final cells by class:
class / count / share of cell area (%)
clock buffers: 32 / 4.774
flip-flops and latches: 272 / 51.88
clock inverters: 18 / 1.224
well taps: 324 / 2.626
diodes: 1 / 0.01621
repair buffers: 153 / 10.63
multi-input cells: 245 / 28.85
sequential cells by signal, summed over array words and instances, names as in the netlist:
signal and cells:
AR 8, reg_bank 256, BR 8
worst max-delay path, cell delays in order (launching register included):
cell and delay (ns):
dfxtp_1 0.31, mux4_2 0.44, mux2_4 0.28, clkdlybuf4s50_1 0.39
synthesized netlist by cell type:
master    instances
edfxtp_1        256
mux4_2          176
nor2_1           33
mux2_2           24
buf_1            16
dfxtp_1          16
clkbuf_1         14
buf_4            12
nand3b_1          3
buf_2             2
buf_6             2
nand2_1           2
nand2b_1          2
or3b_2            2
nand3_1           1
or2_2             1
or3_1             1
worst min-delay path by stage:
stage | from | to | slack, ns | cells after the start
4_1_cts | ans_dm[3] | reg_bank[0][3] | 0.51 | 2
5_1_grt | ans_dm[3] | reg_bank[0][3] | 0.43 | 2
6_report | ans_dm[3] | reg_bank[23][3] | 0.42 | 2
layer usage:
metal | up-vias | part of all wire (%) | track usage [%] | wire, um
li1 | 2772 | - | - | -
met1 | 3394 | 33 | 44.03 | 11170
met2 | 457 | 48 | 43.50 | 15920
met3 | 58 | 16 | 21.88 | 5447
met4 | 0 | 2.5 | 6.089 | 835
met5 | - | 0 | 2.273 | 0
repair_timing:
| action | 4_1_cts | 5_1_grt |
|---|---|---|
| buffers inserted | 2 | 0 |
| gates resized | 45 | 13 |
| endpoints found under the setup margin | 16 | 13 |
No activity file was given, so power comes from the tool's default toggle rates.
