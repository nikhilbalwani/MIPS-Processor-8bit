<file path="flow/design.v">
`timescale 1ns / 1ps
module Jump_Control_Block(
    output [7:0] jmp_loc,
    output pc_mux_sel,
    input [23:0] ins,
    input [7:0] Current_Address,
    input [3:0] flag_ex,
    input interrupt,
    input clk,
    input reset
    );
	wire JC, JNC, JZ, JNZ, JMP, RET;
	wire [7:0] Current_Address_temp1, Current_Address_temp2;
	reg [7:0] Current_Address_temp3;
	reg interrupt_temp1, interrupt_temp2;
	wire interrupt_rst, interrupt_temp1_rst;
	wire [3:0] flag_ex_temp1, flag_ex_temp3;
	reg [3:0] flag_ex_temp2;
	wire [7:0] jmp_loc_temp;
	assign JC = ~ins[19] & ~ins[20] & ins[21] & ins[22] & ins[23];
	assign JZ = ~ins[19] & ins[20] & ins[21] & ins[22] & ins[23];
	assign JNC = ins[19] & ~ins[20] & ins[21] & ins[22] & ins[23];
	assign JNZ = ins[19] & ins[20] & ins[21] & ins[22] & ins[23];
	assign JMP = ~ins[19] &  ~ins[20] & ~ins[21] & ins[22] & ins[23];
	assign RET = ~ins[19] & ~ins[20] & ~ins[21] & ~ins[22] & ins[23];
	assign Current_Address_temp1 = Current_Address + 1'b1;	 
	assign Current_Address_temp2 = (reset == 1'b1) ? ((interrupt == 1'b0) ? Current_Address_temp3 : Current_Address_temp1) : 8'b0000_0000;	 
	assign jmp_loc_temp = (interrupt_temp1 == 1'b0) ? ins[7:0] : 8'hf0;	 
	assign jmp_loc = (RET == 1'b1) ? Current_Address_temp3 : jmp_loc_temp;	 
	assign flag_ex_temp1 = (reset == 1'b1) ? ((interrupt_temp2 == 1'b1) ? flag_ex : flag_ex_temp2) : 4'b0000;  
	assign interrupt_rst = (reset == 1'b1) ? interrupt : 1'b0;
	assign interrupt_temp1_rst = (reset == 1'b1) ? interrupt_temp1 : 1'b0;
	assign flag_ex_temp3 = (RET == 1'b1) ? flag_ex_temp2 : flag_ex;  
	assign pc_mux_sel = (JC & flag_ex_temp3[0]) | (~flag_ex_temp3[0] & JNC) | (JZ & flag_ex_temp3[1]) | (JNZ & ~flag_ex_temp3[1]) | JMP | RET | interrupt_temp1;
	always @ (posedge clk)
	begin
		Current_Address_temp3 <= Current_Address_temp2;	 
		interrupt_temp1 <= interrupt_rst;  
		interrupt_temp2 <= interrupt_temp1_rst;  
		flag_ex_temp2 <= flag_ex_temp1;  
	end
endmodule
</file>
<file path="flow/run.sh">
#!/bin/bash
# OpenROAD 26Q1-2900-gdf79404cd8, Yosys 0.63+post, stock flow scripts
make -C /OpenROAD-flow-scripts/flow DESIGN_CONFIG=/design/flow/config.mk WORK_HOME=/design/flow/orfs finish
</file>
<file path="flow/config.mk">
export PLATFORM = sky130hd
export DESIGN_NAME = Jump_Control_Block
export DESIGN_NICKNAME = Jump_Control_Block
export VERILOG_FILES = /design/flow/design.v
export SDC_FILE = /design/flow/constraint.sdc
export NUM_CORES = 4
export LEC_CHECK = 1
export CORE_AREA = 10 10 71 71
export DIE_AREA = 0 0 81 81
</file>
<file path="flow/constraint.sdc">
current_design Jump_Control_Block

set clk_period 3.3
set clk_io_pct 0.2

create_clock -name clk0 -period $clk_period [get_ports {clk}]

set non_clock_inputs [all_inputs -no_clocks]
set_input_delay [expr $clk_period * $clk_io_pct] -clock clk0 $non_clock_inputs
set_output_delay [expr $clk_period * $clk_io_pct] -clock clk0 [all_outputs]
</file>
==> commit_impl_results.txt <==
Add synthesis and place-and-route results

- Run status: completed
- CTS Buf Count: 3
* Count of fill cells added during filler insertion: 388
- Across all layers, the routed design uses 638 vias.
* Overall fraction of global-route tracks in use: 5.62%
- In this run the critical register-to-register path is launched from Current_Address_temp3[7].
- From left edge to right edge, the die measures 81 um.
- Summed over all failing endpoints, the final setup total negative slack is 0 ns.
- For this design the ratio of total power to cell area is 316 nW/um2.
- Worst setup slack for register-to-register paths: 2.59 ns
* Number of DRC violations after detailed-routing iteration 0: 21
- Layout overhead on the synthesized area: 71.0%
* Final Util: 28.8%
* Crit path arrival time: 2.56 ns
* Worst setup path category: in2out
* Core area: 3630 um2
- Yosys reported that registers with async set or reset make up 0%.
- Pre-antenna DRT Iters: 4
- The pin closest to its max-slew limit shows a slew of 0.491 ns.
- The worst hold path belongs to the class reg2reg.
- Multiplexer share of the synthesized area: 10.6%
- The die covers 6560 um2.
- Floorplan row count: 22
- Type of destination of the critical path: primary output
- Gr ovfl total: 0
- After layout, the worst path uses 97.5% of the clock period.
- CTS clock-pin slew for the worst setup and hold paths: 0.04 ns
- Endpoints failing setup: 0
* Capture instance of the worst register-to-register path: Current_Address_temp3[7]
- Maximum fanout along the worst path: 8
- Achievable frequency: 0.311 GHz
- Most frequently used flop master after synthesis: dfxtp_1
* Final worst clock skew: 0 ns
- The data required time reported for the critical path is 2.64 ns.
- Library cell used as clock root buffer: clkbuf_8
- Cts-stage hold buffer count: 0
* Die Span Y: 81 um
* Fa+ha+maj area frac: 2.04%
- The layout summary lists the proportion of cells stronger than drive strength 1 as 4.59%.
- HPWL after DPL: 1.59 mm
* Number of setup buffers added after CTS: 0
* P_leak: 0.390 nW
* Setup crit start kind: primary input
- Number of global-route vias before repair: 631
- The count of buffers added on input and output ports is 34.
- Max Transition Viols Final: 0
- The endpoint of the worst hold path is reported as Current_Address_temp3[0].
* Max IR drop VDD: 0.000121 V
* Detail-routed via count per cell: 4.06
- Cell internal power dissipation: 0.000258 W
- Per the synthesis report, the number of distinct cell types is 24.
- Including well taps, the total number of placed cells is 153.
* Yosys simple share: 28.6%
* Final routed wirelength across all metal layers: 1.88 mm
- Pre-Place Util: 16.8%
- CTS built an H-tree with a depth of 1.
* Skew-Pair Late Insertion Delay: 0.23 ns
* Dominant comb cell: simple AND/OR/NAND/NOR gates
* Cell count after synthesis: 74
- The number of antenna violations at the first check in global routing came to 0.
* Final non-filler cell total: 157
- The area taken by multi-input combinational cells is reported as 409 um2.
- Switching power: 0.0000729 W
* Max_slew headroom: 67.2%
- Global-route wire length before repair: 2.99 mm
* Synth warn: 1
- For this design, Yosys synthesis ends with a cell count of 74.
- Seq cells post-synth: 9
- XOR/XNOR share of the synthesized area: 5.73%
* Remaining antenna violation count after routing: 0
- Entering global routing, the biggest net connects 17 pins.
- RSZ-0062 raised after global routing: false
* Post-Syn Area per Cell: 8.27 um2
* Fin. Hold Viols: 0
- Sequential element share of the synthesized area: 29.4%
- Cell Area, Synth: 612 um2
- The critical path starts at ins[19].
- Depth of the worst register-to-register path: 2
* Number of clock sinks seen by CTS: 9
- For this run, design rule violations remaining after detail routing come to 0.
* Clock period minus final worst setup slack: 3.22 ns
* Number of flops mapped to enable cells by yosys: 0
- Hold Path Depth: 1
* Area reported by Yosys stat: 612 um2
- In this run, the combinational gates consume 25.5% of the power.
* Tally of OpenROAD warnings: 38
- RePlAce ended its routability-driven mode at a weighted congestion of 0.723.
- The routed design ends up with an antenna cell count of 0.
* Clock tree from TritonCTS: done
* Worst min-delay path startpoint: Current_Address_temp3[0]
* Number of resized instances in the post-cts repair step: 0
* Drt wl/cell: 12.0 um
- Per the run summary, max-cap violations total 0.
- Sequential cells account for 37.2% of the total power.
* Boundary pin count: 48
- Post-synthesis share of cell area spent on and-or and or-and gates: 19.8%
- The power report attributes to the clock group a share of 37.3%.
* Flip-flop and latch area: 180 um2
* Net switching share of the total power: 22.0%
- No sink is reached through more buffers than the 2 on the longest clock path.
==> final cells by class <==
| class | instances | share of cell area, % |
|---|---|---|
| inverters | 1 | 0.359 |
| repair buffers | 35 | 33.3 |
| well taps | 48 | 5.74 |
| clock buffers | 4 | 4.31 |
| multi-input cells | 60 | 39.1 |
| flip-flops and latches | 9 | 17.2 |
==> per-stage QoR <==
step	hold WS, ns	area, um2	setup slack, ns	total power, W
after floorplan	0.450	612	1.06	0.000151
after global placement	0.474	1000	0.109	0.000207
after detailed placement	0.472	1000	0.0599	0.000209
after CTS	0.491	1050	0.0576	0.000335
after global routing	0.507	1050	0.00347	0.000350
final	0.490	1050	0.0837	0.000331
==> registers in the layout, indices dropped and copies added, names as in the netlist <==
name	count
interrupt_temp1	1
Current_Address_temp3	8
==> per-layer routing <==
metal  part of all wire (%)  track usage (%)  vias up
met5                      0                0        -
met4                      0            0.519        0
met3                    8.8             2.34        0
met2                     39             7.72       24
met1                     52             8.29      275
li1                       -                -      339
==> cell usage in the layout, fill, tap and decap left out, drive strengths merged, types with 2 or more instances in the layout <==
cell type	instances
a21oi	2
a31oi	3
clkbuf	4
clkdlybuf4s50	34
dfxtp	9
mux2	4
mux2i	2
nand2	3
nand3	3
nand3b	4
nor2	5
nor2b	6
o211a	2
o21ai	13
or3	3
xnor2	2
xor2	2
==> worst max-delay path by stage <==
stage | slack, ns | end
6_report | 0.08 | jmp_loc[1]
5_1_grt | 0.003 | jmp_loc[1]
4_1_cts | 0.06 | jmp_loc[3]
==> cell families after synthesis <==
kind of cell | Yosys count
multiplexers | 6
AND/OR/NAND/NOR | 28
AND-OR/OR-AND | 21
XOR/XNOR | 4
adder cells (fa/ha/maj) | 1
flip-flops | 9
buffers and inverters | 5
==> power by group through the flow <==
stage         Clock (W)  Combinational (W)  Sequential (W)
CTS            0.000127          0.0000852        0.000123
global route   0.000133          0.0000929        0.000124
finish         0.000123          0.0000842        0.000123
==> Yosys cell counts (3+ instances only) <==
cell      instances  share of area (%)
nor2_1            5                3.1
o21ai_0          13                 11
dfxtp_1           9                 29
a31oi_1           3                3.1
nand3_1           3                2.5
clkbuf_1          3                1.8
or3_1             3                3.1
nand3b_1          4                4.9
nand2_1           3                1.8
mux2_1            4                7.4
nor2b_1           6                6.1
==> critical path: stages <==
cell,delay [ns]
clkdlybuf4s50_1,0.48
nor4b_4,0.31
and2b_1,0.32
mux2_1,0.36
clkdlybuf4s50_1,0.43
Power figures rest on the tool's default switching activity, not on a simulated workload.
